--- constraint.sdc ---
current_design adder

set clk_period 5.0
set clk_io_pct 0.2

create_clock -name clk0 -period $clk_period

set non_clock_inputs [all_inputs -no_clocks]
set_input_delay [expr $clk_period * $clk_io_pct] -clock clk0 $non_clock_inputs
set_output_delay [expr $clk_period * $clk_io_pct] -clock clk0 [all_outputs]
--- design.v ---
`timescale 1ns / 1ps
module adder(sum,a,b);
input [5:0] a,b;
output reg [5:0] sum;
  always @ (a,b) begin
sum = a+b;
  end
endmodule
--- run.sh ---
#!/bin/bash
# OpenROAD 26Q1-2900-gdf79404cd8, Yosys 0.63+post, stock flow scripts
make -C /OpenROAD-flow-scripts/flow DESIGN_CONFIG=/design/flow/config.mk WORK_HOME=/design/flow/orfs finish
--- config.mk ---
export PLATFORM = sky130hd
export DESIGN_NAME = adder
export DESIGN_NICKNAME = adder
export VERILOG_FILES = /design/flow/design.v
export SDC_FILE = /design/flow/constraint.sdc
export NUM_CORES = 4
export LEC_CHECK = 1
export CORE_AREA = 10 10 70 70
export DIE_AREA = 0 0 80 80
==> results.cfg <==
; implementation run metrics
[final_timing]
hold_viol = 0
worst_slew_pin_slew_ns = 0.203
fin_crit_sh_pct = 83.1
final.setup.tns_ns = 0
setup_ws_ns = 0.846
fin_crit_ns = 4.15
rsz0062_at_grt = no
fmax_mhz = 241
setup_viol = 0
slew_viol_final = 0
hold_ws_ns = 3.03
slew_headroom_pct = 86.5

[power]
leakage_nw = 0.158
power_density_mw_per_mm2 = 112
ir_worst_vdd_mv = 0.0424
total_power_mw = 0.0476

[die]
core_sq_mm = 0.00342
fp-row-count = 21
io_pins = 18
fp_util_pct = 5.46
dieArea_sq_mm = 0.00640
die_y_um = 80
die_width_um = 80

[setup_path]
slowest_stage = clkdlybuf4s50_1
cp_max_fo = 3
path_common_cell = clkdlybuf4s50_1
startpoint_type = input port
cp.arrival_ns = 3.15
crit_type = in2out
path_cells = clkdlybuf4s50_1 -> ha_1 -> fa_1 -> a21o_2 -> a21oi_1 -> xnor2_1 -> clkdlybuf4s50_1
slowest_delay_ns = 0.50
endpoint_kind = output pin
worst-endpoint-required_ns = 4.00

[route]
drtPass1Iterations = 2
drc = 0
routed_wl_um = 690
viasPerCell = 2.48
wl_per_cell_um = 8.31
dr.first_iter.drc_count = 23
num_antenna_cells = 0
ant_nets = 0
vias = 206

[synthesis]
synth_warnings = 1
netlist_area_sq_um = 186
synth_cell_types = 11
largest_area_cell = ha_1
ys_cells = 19
ys_seq_share_pct = 0
yosysChipArea_sq_um = 186
avgSynthCellArea_sq_um = 9.81
area_leaders = ha_1 (34%), xnor2_1 (14%), fa_1 (11%)
top_area_share_pct = 33.6
synthCells = 19

[layout]
area_growth_syn_to_layout_pct = 128
final_cell_mix = clkdlybuf4s50_1 (18), ha_1 (5), xnor2_1 (3), xor2_1 (2), a21oi_1 (2)
drive_gt1_share_pct = 8.11
nFillCells = 404
final_common_cell = clkdlybuf4s50_1
flops = 0
seq_area_sq_um = 0
nClkBuffers = 0
fin_cells = 83

[place]
placedCellCount = 83
gp_congestion = 0.784
dp_slack_ns = 0.850
portBuffers = 18

[grt]
grt_max_degree = 5
grt_pass1_wl_um = 1240
grt_pass1_vias = 248
grt_remaining_overflow = 0
antenna_found_initial = 0
grt_usage_pct = 2.31

[outcome]
status = finished, final reports clean

[job]
tool_warnings = 32
cap_violations = 0

[cts]
cts_hold_buf = 0
cts_setup_buffers = 0
cts_resized = 0

[worst_hold_path]
hold_class = in2out
## final timing paths
check     end  startpoint  cells past startpoint
max    sum[4]        a[0]                      7
min    sum[0]        b[0]                      3
## cell families after synthesis
family | synth area share, %
compound gates | 32.2
xor+xnor | 23.5
fa+ha+maj | 44.3
## per-layer routing
layer / share of wire (%) / vias up / routed length, um / track usage (%)
met3: 22 / 0 / 152 / 1.36
li1: - / 107 / - / -
met2: 19 / 18 / 134 / 2.49
met5: 0 / - / 0 / 0
met4: 0 / 0 / 0 / 0
met1: 58 / 81 / 402 / 3.76
## Yosys cell counts
library cell,count
xnor2_1,3
ha_1,5
a21oi_1,2
a21o_1,1
a211oi_2,1
fa_1,1
a21o_2,1
o21ai_0,1
xor2_1,2
a21oi_2,1
o21bai_1,1
## stage by stage
stage	utilization, %	cell area (sq um)
CTS	12.4	424
global route	12.4	424
floorplan	-	186
finish	12.4	424
detailed placement	12.4	424
global placement	12.4	424
## report_power, final
group	switching [mW]	total (mW)	internal [mW]
Clock	0	0	0
Sequential	0	0	0
Combinational	0.0146	0.0476	0.0329
## area by class of cell
type                       instances  area (sq um)  share of cell area, %
multi-input combinational         19           186                   44.0
tap                               46          57.6                   13.6
timing repair buffer              18           180                   42.5
## critical path, delay by kind of cell
| kind | cells | cell delay [ns] |
|---|---|---|
| compound gates | 2 | 0.44 |
| xor+xnor | 1 | 0.14 |
| fa+ha+maj | 2 | 0.67 |
| buf+inv | 2 | 0.91 |
