===== flow/run.sh =====
#!/bin/bash
# OpenROAD 26Q1-2900-gdf79404cd8, Yosys 0.63+post, stock flow scripts
make -C /OpenROAD-flow-scripts/flow DESIGN_CONFIG=/design/flow/config.mk WORK_HOME=/design/flow/orfs finish

===== flow/config.mk =====
export PLATFORM = sky130hd
export DESIGN_NAME = LabController
export DESIGN_NICKNAME = LabController
export VERILOG_FILES = /design/flow/design.v
export SDC_FILE = /design/flow/constraint.sdc
export NUM_CORES = 4
export LEC_CHECK = 1
export CORE_AREA = 10 10 70 70
export DIE_AREA = 0 0 80 80

===== flow/constraint.sdc =====
current_design LabController

set clk_period 1.7
set clk_io_pct 0.2

create_clock -name clk0 -period $clk_period [get_ports {clock}]

set non_clock_inputs [all_inputs -no_clocks]
set_input_delay [expr $clk_period * $clk_io_pct] -clock clk0 $non_clock_inputs
set_output_delay [expr $clk_period * $clk_io_pct] -clock clk0 [all_outputs]

===== flow/design.v =====
`timescale 1ns / 1ps
module LabController(
    output reg ready, add_regs, shift_regs, decr_c, load_regs,
    input start, zero, clock, reset
    );
    parameter idle = 0, sum = 1, shift = 2, check = 3;
    reg [1:0] state, next_state;
    always @ (posedge clock, posedge reset) begin
        if(reset)
            state <= idle;
        else
            state <= next_state;
        end
    always @ (state,start, zero) begin
        load_regs = 0; add_regs = 0; shift_regs = 0; decr_c = 0;
        ready = 0;
        case(state)
            idle: begin ready = 1; if(start) begin load_regs = 1;
                next_state = sum; end
                else next_state = idle; end
            sum: begin add_regs = 1; next_state = shift; end
            shift: begin shift_regs = 1; decr_c = 1;
                next_state = check; end
            check: if (zero) next_state = idle; else
                next_state = sum;
        endcase
    end
endmodule

==> impl_metrics.py <==
# Auto-generated metrics
metrics = {
    "floorplanning": {
        "fp_util_pct": 4.80,
        "io_pins": 9,
        "die_area_sq_mm": 0.00640,
        "fp.dieW_microns": 80,
        "fp-row-count": 21,
        "core_sq_mm": 0.00342,
        "die_h_microns": 80,
    },
    "clock_tree": {
        "cts_tree": "built",
        "cts_buffers": 3,
        "cts.sinks": 4,
        "path_clk_slew_ns": 0.04,
        "clk_latency_ns": 0.24,
        "clk_path_buf_depth": 2,
        "cts-htree-levels": 1,
        "cts_root_buf": "clkbuf_4",
    },
    "synthesis": {
        "adder_share_pct": 0,
        "ys_sh_mux_pct": 0,
        "ys_warn_count": 1,
        "common_cells": "dfrtp_1, inv_1, nand2_1, nor3_1, o21ai_0",
        "ys_types": 9,
        "ys_cells": 16,
        "syn_area_sq_um": 164,
        "ys.flops": 4,
        "yosysTopAreaCell": "dfrtp_1",
        "yosys.stat.seqShare_pct": 61.8,
        "synthTopLogicFamily": "simple AND/OR/NAND/NOR gates",
        "synth.avg_cell_area_sq_um": 10.2,
        "ys_chip_area_sq_um": 164,
        "async_flop_share_pct": 100,
        "ys.flop_type": "dfrtp_1",
        "yosysTopAreaCellShare_pct": 45.8,
        "edf_count": 0,
        "ys_sh_xor_pct": 0,
        "topCellsByArea": "dfrtp_1, dfstp_2, inv_1",
        "ys_sh_simple_pct": 20.6,
        "synthAoiAreaFrac_pct": 6.11,
        "synthCells": 16,
    },
    "timing": {
        "setup_viol": 0,
        "finalMaxSlewViolations": 0,
        "skew_ns": 0.00436,
        "worst_pin_slew_ns": 0.185,
        "period_minus_slack_ns": 1.53,
        "period_used_pct": 90.1,
        "slew_headroom_pct": 87.6,
        "setup_tns_ns": 0,
        "rsz0062_at_grt": "false",
        "hold_viol_final": 0,
        "fmax_mhz": 653,
    },
    "placement": {
        "gp_congestion": 0.631,
        "dp_hpwl_microns": 413,
        "numPortBuffers": 8,
    },
    "power": {
        "finalPower_uw": 351,
        "p_per_area_mw_per_mm2": 1040,
        "p_leak_nw": 0.136,
        "vdd.ir_drop.worst_uv": 455,
    },
    "cells_and_area": {
        "drive_gt1_share_pct": 31.0,
        "top_regs": "state: 4 flops",
        "top_register": "state",
        "syn_to_final_growth_pct": 107,
        "largest_reg_flops": 4,
    },
    "global_routing": {
        "grt_first_pass_wirelength_microns": 917,
        "grt_util_met2_pct": 2.09,
        "antenna_found_initial": 0,
        "grt_max_degree": 5,
        "use_met3_pct": 1.93,
        "grt.overflow.total": 0,
        "grt_pass1_vias": 202,
        "grt_usage_pct": 1.85,
        "gr-max-usage-layer": "met1",
        "grt_use_met1_pct": 2.33,
    },
    "routing": {
        "diodes": 0,
        "wl_per_cell_microns": 7.24,
        "viasPerCell": 2.15,
        "first_pass_iters": 3,
        "drc": 0,
        "vias": 161,
        "antenna_left": 0,
        "drt_iter0_drc": 2,
        "drt_wl_total_microns": 543,
    },
    "setup_path": {
        "end_kind": "output pin",
        "crit_arrival_ns": 1.19,
        "reg2reg_depth": 2,
        "r2r_end": "state[0]$_DFF_PP1_",
        "startpoint": "state[2]$_DFF_PP0_",
        "critical_path.startpoint_type": "flop",
        "cp_max_fo": 3,
        "rr_startpoint": "state[0]$_DFF_PP1_",
        "critical_path_class": "reg2out",
        "crit_required_ns": 1.36,
        "r2r_setup_slack_ns": 0.85,
    },
    "run": {
        "warnings": 25,
        "drv_cap": 0,
    },
    "run_status": {
        "outcome": "completed",
    },
    "worst_hold_path": {
        "hp-class": "in2async",
    },
}
-- report_power, final --
| part | total, mW | leakage (nW) | internal, mW | switching, mW |
|---|---|---|---|---|
| clock network | 0.130 | 0.0150 | 0.0883 | 0.0419 |
| logic | 0.0901 | 0.0702 | 0.0614 | 0.0287 |
| registers | 0.131 | 0.0505 | 0.112 | 0.0188 |
-- critical path: stages (launching register included) --
cell and delay (ns):
dfrtp_1 0.41, nor3_2 0.20, and2_1 0.14, dlygate4sd2_1 0.21
-- routing by layer --
| metal | part of all wire, % | vias up |
|---|---|---|
| li1 | - | 76 |
| met1 | 52 | 72 |
| met2 | 29 | 13 |
| met3 | 20 | 0 |
| met4 | 0 | 0 |
| met5 | 0 | - |
-- cell type report --
| cell class | instances | area (sq um) |
|---|---|---|
| Clock buffer | 4 | 26.3 |
| Fill cell | 403 | 3080 |
| Inverter | 3 | 11.3 |
| Multi-Input combinational cell | 8 | 53.8 |
| Sequential cell | 4 | 101 |
| Tap cell | 46 | 57.6 |
| Timing Repair Buffer | 10 | 88.8 |
-- cell usage in the layout (no fill, tap or decap) --
cell and n:
dlygate4sd2_1 5, inv_1 3, nor3_2 3, clkbuf_4 3
clkdlybuf4s50_1 3, dfrtp_1 3, nand2_1 2, o21ai_0 2
buf_4 2, and2_1 1, clkbuf_1 1, dfstp_2 1
-- what timing repair did --
item / CTS / global route
gates resized: 7 / 0
hold buffers: 0 / 0
endpoints found under the setup margin: 5 / 0
setup buffers: 2 / 0
-- metrics by stage --
stage	worst slack [ns]	hold WS (ns)	util [%]	instance area (sq um)	cells
after floorplan	0.671	0.105	-	164	16
after global placement	-0.0334	0.402	8.83	302	70
after detailed placement	-0.0443	0.416	8.83	302	70
after CTS	0.153	0.312	9.93	339	75
after global routing	0.0639	0.320	9.93	339	75
final	0.168	0.309	9.93	339	75
-- kinds of logic after synthesis --
kind of cell | Yosys count
DFF | 4
buffers and inverters | 4
and+or+nand+nor | 6
AOI/OAI and AO/OA | 2
-- worst max-delay path by stage --
stage,to,slack [ns],depth (start not counted)
after CTS,load_regs,0.15,3
after global routing,load_regs,0.06,3
final,load_regs,0.17,3
Power and IR drop assume default switching activity.
