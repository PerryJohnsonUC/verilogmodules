### ./run.sh
#!/bin/bash
# OpenROAD 26Q1-2900-gdf79404cd8, Yosys 0.63+post, stock flow scripts
make -C /OpenROAD-flow-scripts/flow DESIGN_CONFIG=/design/flow/config.mk WORK_HOME=/design/flow/orfs finish
### ./config.mk
export PLATFORM = sky130hd
export DESIGN_NAME = Lab9DataPath
export DESIGN_NICKNAME = Lab9DataPath
export VERILOG_FILES = /design/flow/design.v
export SDC_FILE = /design/flow/constraint.sdc
export NUM_CORES = 4
export LEC_CHECK = 1
export CORE_UTILIZATION = 30
### ./constraint.sdc
current_design Lab9DataPath

set clk_period 4.5
set clk_io_pct 0.2

create_clock -name clk0 -period $clk_period [get_ports {clock}]

set non_clock_inputs [all_inputs -no_clocks]
set_input_delay [expr $clk_period * $clk_io_pct] -clock clk0 $non_clock_inputs
set_output_delay [expr $clk_period * $clk_io_pct] -clock clk0 [all_outputs]
### ./design.v
`timescale 1ns / 1ps
module Lab9DataPath#(parameter dpwidth = 13, countwidth = 5)
(
    output zero, output [dpwidth-1:0] dpresult,
    input load_regs, add_regs, shift_regs, decr_c, clock, input [4:0]N
);
    reg[dpwidth-1:0] n1, n2, temp;
    reg[countwidth-1:0] count;
assign dpresult = (N >= 2)? n2:1;
assign zero = (count == 0);
always @ (posedge clock) begin
    if(load_regs) begin
        n1 <= 1;
        n2 <= 1;
        temp <= 0;
        count <= N - 2;
    end
    if(add_regs) temp <= n1 + n2;
        if(shift_regs) begin    
            n1 <= n2;
            n2 <= temp;
        end
        if(decr_c) count <= count - 1;
    end
endmodule
==> impl_metrics.csv <==
group,metric,value,unit
final_timing,fin_crit_sh,0.8093,
critical_path,slowest_delay,0.49,ns
final_timing,setup_tns,0,ns
final_timing,post-route-min-period,3.642,ns
final_timing,report.final.slew_viol_count,0,
synth,syn_avg_cell_area,12.05,um2
cts,holdBufCountCts,0,
synth,syn-cell-area,2422,um2
detailed_routing,wl_per_cell,13.02,um
global_routing,track_usage,0.1120,
synth,synth_warnings,1,
cells_and_area,final_cells,328,
critical_path,worstPathArrival,2.74,ns
critical_path,end_kind,"primary output",
cells_and_area,layout-drive-gt1-share,0.1062,
cells_and_area,fillers,774,
synth,yosys.cell_types.count,41,
die,chip_area,8437,um2
synth,synth_flops,44,
critical_path,cp_cell_sequence,"clkdlybuf4s50_1, inv_1, ha_1, nor3b_1, o31ai_1, buf_4, and2_1, clkdlybuf4s50_1",
critical_path,cp_max_fo,13,
placement,gp_congestion,0.7666,
hold_path,hp-class,"flop to flop",
critical_path,r2r_cells,7,
final_timing,hold_viol,0,
synth,top_area_frac,0.5455,
synth,top_cell,"edfxtp_1",
synth,synth-edff-count,44,
cells_and_area,areaGrowthSynthToFinish,17.36,%
detailed_routing,drt-initial-drc-count,62,
detailed_routing,vias,1522,
global_routing,grt-ovfl-total,0,
critical_path,critPathLaunchType,"input port",
critical_path,critical_path.top_delay_family,"buffers and inverters",
critical_path,slowest_stage,"clkdlybuf4s50_1",
die,row_count,32,
cts,clockBufferDepth,2,
power,p_total,1011,uW
synth,syn-instance-count,201,
cts,clk_pin_slew,0.07,ns
power,power_switching,267.3,uW
power,pwr-share-seq,0.536,
detailed_routing,insertedDiodeCount,0,
detailed_routing,drc_errors,0,
cts,clock-sinks,44,
detailed_routing,ant_nets,0,
synth,synthFlopType,"edfxtp_1",
die,die.size.y,91.86,um
power,p_per_area,355.7,nW/um2
synth,largest_area_cell,"edfxtp_1",
synth,yosys-top-cells-count,"edfxtp_1 (44), and2_1 (38), ha_1 (14)",
power,peakVddDrop,0.0001116,V
critical_path,required,3.60,ns
critical_path,crit_path_frequent_cell,"clkdlybuf4s50_1",
placement,dp_hpwl,2.898,mm
die,fp_util,0.3119,
final_timing,fmax,274.6,MHz
global_routing,first_global_vias,1490,
cts,cts_tree,"yes",
cts,numCtsBuffers,5,
placement,post-place-cells,320,
status,status,"completed",
final_timing,worst_pin_slew,0.6434,ns
critical_path,worstSetupPathType,"input port to primary output",
critical_path,timing.critical_path.depth,8,
final_timing,worst_clock_skew,0.007636,ns
critical_path,crit_buf_inv,4,
synth,ys_cells,201,
global_routing,antenna_found_initial,0,
global_routing,grt_max_degree,28,
synth,synth_seq_share,0.5455,
power,sw_frac_of_total,0.2643,
final_timing,finalSetupViolCount,0,
cts,root_buffer,"clkbuf_8",
power,clkPwrFrac,0.235,
run,drv_cap,0,
run,tool_warnings,25,
synth,synthArstFlopShare,0,
power,p_leak,0.001097,uW
die,core,7767,um2
final_timing,grt_setup_unrepaired,"false",
power,comb_power_share,0.229,
cts,clk_latency,0.29,ns
detailed_routing,first_pass_iters,4,
detailed_routing,totalWireLength,4.271,mm
hold_path,hold-path-cell-count,1,
final_timing,slew_headroom,0.5710,
placement,io_buffers,23,
cts,post_cts.repair.setup_buffers,0,
cts,htreeDepth,2,
die,ios,24,
cts,post_cts_resized,0,
synth,synth.area.top_cells,"edfxtp_1 (55%), and2_1 (9.8%), ha_1 (7.2%)",
power,p_int,743.9,uW
global_routing,grt_first_pass_wirelength,7.189,mm
synth,ys_area,2422,um2
die,die_w,91.86,um
detailed_routing,viasPerCell,4.640,
[placed cells by master (no fill, tap or decap), types with 2 or more instances in the layout]
| master | n |
|---|---|
| edfxtp_1 | 44 |
| and2_1 | 38 |
| clkdlybuf4s50_1 | 23 |
| ha_1 | 14 |
| nor2_1 | 13 |
| a21oi_1 | 9 |
| inv_1 | 8 |
| xor2_1 | 8 |
| xnor2_1 | 6 |
| nand2_1 | 6 |
| clkbuf_8 | 5 |
| mux2i_1 | 4 |
| nand2b_1 | 4 |
| or2_2 | 4 |
| nand4_1 | 4 |
| a21oi_2 | 3 |
| nor3_1 | 2 |
| o21ai_0 | 2 |
| nand3_1 | 2 |
| and3_1 | 2 |
| buf_4 | 2 |
[worst reg2reg max path, delay by kind of cell, from the launching register on]
family,cells,cell delay (ns)
AND/OR/NAND/NOR,1,0.06
flip-flops,1,0.41
adder cells (fa/ha/maj),2,0.65
AND-OR/OR-AND,3,0.53
XOR/XNOR,1,0.18
[worst paths after layout]
kind | startpoint | endpoint | slack [ns]
worst max-delay path | N[1] | dpresult[4] | 0.86
worst min-delay path | temp[0]$_SDFFCE_PN0P_ | n2[0]$_SDFFCE_PN1P_ | 0.51
worst max register to register | n2[0]$_SDFFCE_PN1P_ | temp[6]$_SDFFCE_PN0P_ | 2.43
worst min register to register | temp[0]$_SDFFCE_PN0P_ | n2[0]$_SDFFCE_PN1P_ | 0.51
[layer usage]
layer,GRT usage,vias up,wire [um]
li1,-,764,-
met2,0.1741,18,1850
met1,0.1812,732,2240
met4,0.01823,0,97
met3,0.01350,8,82
met5,0,-,0
[cell families after synthesis]
kind of cell               share of synthesized area
AOI/OAI and AO/OA                            0.08678
xor gates and xnor gates                     0.05062
adders and majority gates                    0.08058
DFF                                           0.5455
buffers and inverters                        0.02738
and+or+nand+nor                               0.1880
muxes                                        0.02118
[power groups by stage]
stage	Sequential [uW]	Clock, uW	Combinational (uW)
after global routing	550	262	261
after CTS	543	247	234
final	542	238	231
[state kept, by name, summed over array words and instances, names as in the netlist]
register,flops
n2,13
n1,13
temp,13
count,5
[stage by stage]
| stage | cell area (um2) | hold slack (ns) | worst slack (ns) | util |
|---|---|---|---|---|
| after global placement | 2759 | 0.4861 | 0.8488 | 0.3552 |
| after floorplan | 2422 | 0.4773 | 1.892 | - |
| final | 2843 | 0.5128 | 0.8580 | 0.3660 |
| after CTS | 2843 | 0.5157 | 0.8319 | 0.3660 |
| after global routing | 2843 | 0.5429 | 0.6961 | 0.3660 |
| after detailed placement | 2759 | 0.4978 | 0.8318 | 0.3552 |
[area by class of cell]
cell class                 instances  area [um2]  area share
clock buffer                       6       72.57     0.02553
clock inverter                     2       11.26    0.003961
inverter                           8       30.03     0.01056
multi-input combinational        141        1035      0.3640
sequential                        44        1321      0.4648
tap                              102       127.6     0.04489
timing repair buffer              25       245.2     0.08627
Power is estimated from default activity; no workload was simulated.
